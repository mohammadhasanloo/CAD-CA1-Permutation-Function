==> /design/flow/design.v <==
`timescale 1ns/1ns
module counter #(parameter WIDTH = 32)(
    input clk, 
    input rst, 
    input inc,
    input init,
    output [WIDTH-1:0] out,
    output reg one_co,
    output co
);
    reg [WIDTH-1:0] counter;
    always @(posedge clk or posedge rst) begin
        if(rst) begin 
            counter <= 0;
            one_co <= 0;
	  end else if(init) begin
	        counter <= 0; 
                one_co <= 0;
        end else if(inc) begin
            counter <= counter + 1;
            one_co <= 1;
        end
    end 
    assign out = counter;
    assign co = out == 64;
endmodule
`timescale 1ns/1ns
module mux #(parameter WIDTH = 25)(
    input input_sel,
    input permutation_sel,
    input[WIDTH-1:0] circuit_input,
    input[WIDTH-1:0] permutation_res,
    output[WIDTH-1:0] out
);
    assign out = permutation_sel ? permutation_res : input_sel ? circuit_input : 0;
endmodule
`timescale 1ns/1ns
module permutation_CU (
    input clk, rst, start, co,
    output reg ready, input_sel, permutation_sel, init_c, inc_c, ld_x
);
    parameter[2:0] idle=0, init=1, load_input=2, load_permutation=3, flush=4;
    reg[2:0] pstate, nstate;
    always@ (start, co, pstate) begin
        nstate = 3'b0;
        {ready, input_sel, permutation_sel, init_c, inc_c, ld_x} = 6'b0;
        case(pstate)
            idle            :begin nstate = start ? init : idle; ready=1'b1; end
            init            :begin nstate = load_input; init_c=1'b1; end
            load_input      :begin nstate = load_permutation; ld_x=1'b1; input_sel=1'b1; end
            load_permutation:begin nstate = co ? idle : flush; inc_c = 1'b1; ld_x=1'b1; permutation_sel=1'b1; end
	    flush	    :begin nstate = load_input; end
        endcase
    end
    always@ (posedge clk, posedge rst) begin
        if(rst)
            pstate <= idle;
        else
            pstate <= nstate;
    end        
endmodule
`timescale 1ns/1ns
module permutation_DP #(parameter WIDTH = 25)(
    input clk, rst, input_sel, permutation_sel, init_c, inc_c, ld_x,
    input[WIDTH-1:0] permutation_in,
    output reg[WIDTH-1:0] result,
    output one_co,
    output co
);
    wire[WIDTH-1:0] permutation_out;
    wire[WIDTH-1:0] xreg_out;
    wire[4:0] out_c;
    wire[WIDTH-1:0] mux_out;
    counter counter64(.clk(clk), .rst(rst), .inc(inc_c), .init(init_c), .out(out_c), .one_co(one_co), .co(co));
    register xreg(.clk(clk), .rst(rst), .ld(ld_x), .in(mux_out), .out(xreg_out));
    permutation_function permutation25bits(.in(xreg_out), .out(permutation_out));
    mux mux2to1(.input_sel(input_sel), .permutation_sel(permutation_sel),
     .circuit_input(permutation_in), .permutation_res(permutation_out), .out(mux_out));
    always@ (xreg_out) begin
        result <= xreg_out;
    end    
endmodule
`timescale 1ns/1ns
module permutation_function #(parameter WIDTH = 25)(
    input[WIDTH-1:0] in,
    output reg [WIDTH-1:0] out
    );
    integer i ,j, x, z, new_pos;
	always @(*) begin
      for (i=0;i<5;i=i+1) begin
	    z = (i+3)%5;
		for (j=0;j<5;j=j+1) begin
			x = (j+3)%5;
			new_pos = ((2*x)+(3*z))%5;
			if(new_pos==0) begin  
                out[24-(i+(5*2))] = in[24-((5*i)+j)];
            end else if(new_pos==1) begin
                out[24-(i+(5*3))] = in[24-((5*i)+j)];
            end else if(new_pos==2) begin
                out[24-(i+(5*4))] = in[24-((5*i)+j)];
            end else if(new_pos==3) begin 
                out[24-i] = in[24-((5*i)+j)];
            end else  begin
                out[24-(i+(5))] = in[24-((5*i)+j)];
			end
		end
	   end	
    end
endmodule
`timescale  1ns/1ns
module permutation_top #(parameter WIDTH = 25)(
    input clk, rst, start,
    input[WIDTH-1:0] in,
    output ready, 
    output one_co,
    output co,
    output[WIDTH-1:0] out
);
wire input_sel, permutation_sel, init_c, inc_c, ld_x;
    permutation_DP dp(.clk(clk), .rst(rst), .input_sel(input_sel), .permutation_sel(permutation_sel), .init_c(init_c),
     .inc_c(inc_c), .ld_x(ld_x), .permutation_in(in), .result(out), .one_co(one_co), .co(co));
    permutation_CU du(.clk(clk), .rst(rst), .start(start), .co(co), .ready(ready), .input_sel(input_sel),
     .permutation_sel(permutation_sel), .init_c(init_c), .inc_c(inc_c), .ld_x(ld_x));
endmodule
`timescale 1ns/1ns
module register #(parameter WIDTH = 25) (
    input clk,
    input rst,
    input ld,
    input [WIDTH-1:0] in,
    output reg [WIDTH-1:0] out
);
    always @(posedge clk, posedge rst) begin
        if(rst) begin
            out <= 0;
        end
        else if(ld) begin
            out <= in;
        end
    end
endmodule
==> /design/flow/run.sh <==
#!/bin/bash
# OpenROAD 26Q1-2900-gdf79404cd8, Yosys 0.63+post, stock flow scripts
make -C /OpenROAD-flow-scripts/flow DESIGN_CONFIG=/design/flow/config.mk WORK_HOME=/design/flow/orfs finish
==> /design/flow/config.mk <==
export PLATFORM = sky130hd
export DESIGN_NAME = permutation_top
export DESIGN_NICKNAME = permutation_top
export VERILOG_FILES = /design/flow/design.v
export SDC_FILE = /design/flow/constraint.sdc
export NUM_CORES = 4
export LEC_CHECK = 1
export CORE_UTILIZATION = 50
==> /design/flow/constraint.sdc <==
current_design permutation_top

set clk_period 3.0
set clk_io_pct 0.2

create_clock -name clk0 -period $clk_period [get_ports {clk}]

set non_clock_inputs [all_inputs -no_clocks]
set_input_delay [expr $clk_period * $clk_io_pct] -clock clk0 $non_clock_inputs
set_output_delay [expr $clk_period * $clk_io_pct] -clock clk0 [all_outputs]
==> flow_summary.json <==
{
  "fmax_mhz": 365,
  "die_h_um": 81.5,
  "synth_area_um2": 3160,
  "design_area_um2": 3940,
  "synth_compound_gate_area_share_pct": 10.3,
  "openroad.warnings": 27,
  "syn_inst": 317,
  "r2r-end": "dp.counter64.counter[18]",
  "cts_hold_buf": 0,
  "clkTransAtPathRegs_ns": 0.06,
  "finalPower_mw": 1.70,
  "setup_violations": 0,
  "slew_viol_final": 0,
  "fin_ws_ns": 0.259,
  "dp.cells": 431,
  "timing.critical_path.required_ns": 2.40,
  "pin_count": 56,
  "xor_share_pct": 3.61,
  "route.detailed.drc": 0,
  "crit_end": "co",
  "min-delay-start": "du.pstate[1]",
  "ir_drop_mv": 0.302,
  "finalWirelength_mm": 6.68,
  "drtPass1Iterations": 4,
  "lay_top_cells": "62 x dfrtp_1, 55 x clkdlybuf4s50_1, 38 x nand2_1",
  "core-area_um2": 5990,
  "num_rows": 28,
  "ff_latch_area_um2": 1580,
  "clock_tree.root_cell": "clkbuf_8",
  "synthMuxAreaShare_pct": 8.64,
  "fill_cells": 463,
  "finalCriticalPeriod_ns": 2.74,
  "grt_pass1_wl_mm": 11.0,
  "post_dp_cell_area_um2": 3740,
  "die_w_um": 81.5,
  "maxCapViolCount": 0,
  "top_area_cell": "dfrtp_1",
  "areaGrowthSynthToFinish_pct": 24.8,
  "yosys_warnings": 6,
  "cts_setup_buffers": 0,
  "drive_gt1_share_pct": 7.53,
  "simple_gate_area_share_pct": 22.7,
  "power.leakage_nw": 1.50,
  "ant_nets": 0,
  "rrSetupSlack_ns": 0.56,
  "worstSetupPathType": "register to output port",
  "ys.flop_type": "dfrtp_1",
  "seq_area_frac_synth_pct": 50.0,
  "grt_pass1_vias": 2275,
  "reg2reg_depth": 5,
  "cts_tree": "built",
  "slew_headroom_pct": 45.9,
  "avgSynthCellArea_um2": 9.96,
  "numCtsBuffers": 9,
  "place_congestion": 0.845,
  "cp_max_fo": 8,
  "cts.repair.resized": 0,
  "portBuffers": 55,
  "clock-skew-final_ns": 0.0107,
  "synthAdderAreaFrac_pct": 0.792,
  "fin_cells": 447,
  "yosys_area_um2": 3160,
  "edf_count": 0,
  "synthTopLogicFamily": "simple AND/OR/NAND/NOR gates",
  "gr-usage-all-layers_pct": 22.1,
  "async_flop_share_pct": 100,
  "fp-utilization_pct": 52.7,
  "rsz0062_at_grt": "false",
  "comb_area_um2": 1450,
  "worstMarginPinSlew_ns": 0.811,
  "dieArea_um2": 6640,
  "hp-class": "register to register",
  "endpoint_kind": "output port",
  "final_util_pct": 65.8,
  "cp.arrival_ns": 2.14,
  "layout_top_cell": "dfrtp_1",
  "setup-tns-final_ns": 0,
  "antenna_found_initial": 0,
  "synth-seq-cells": 63,
  "num_vias": 2562,
  "drt_iter0_drc": 96,
  "avgViaCountPerCell": 5.73,
  "start_kind": "register",
  "grt_max_degree": 57,
  "antenna-diode-count": 0,
  "synth.distinct_cells": 41,
  "grt_overflow": 0,
  "finalClockPeriodUsage_pct": 91.4,
  "h-tree-depth": 3,
  "status": "finished, final reports clean",
  "clk_latency_ns": 0.34,
  "hold_viol": 0,
  "startpoint": "dp.counter64.counter[7]",
  "dpl.hpwl_mm": 4.36,
  "r2r-start": "dp.counter64.counter[0]",
  "fin_hold_ws_ns": 0.432,
  "wl_per_cell_um": 14.9,
  "yosysTopAreaCellShare_pct": 49.1,
  "ys_cells": 317,
  "power_density_nw_per_um2": 430,
  "cts.sinks": 63,
  "netlist_top_cells_area": "dfrtp_1 49%, mux2i_1 7.9%, o21ai_0 4.8%",
  "cts.path.max_buffers": 2,
  "dp_slack_ns": 0.627
}
## cells in the mapped netlist (4+ instances only)
master     n
and4_1     4
inv_1      5
nand3_1    9
xor2_1     8
clkbuf_1  12
or3_1      6
nand2_1   38
dfrtp_1   62
mux2i_1   25
nand4_1   12
or4_1     11
a21oi_1   17
o31ai_1   11
nor2_1    18
o21ai_0   30
xnor2_1    5
nor4_1     8
and3_1     4
## report_power, final
| part | switching (mW) | internal [mW] |
|---|---|---|
| Clock | 0.322 | 0.466 |
| Sequential | 0.000298 | 0.850 |
| Combinational | 0.0217 | 0.0355 |
## worst max-delay path: stages (launching register included)
cell	delay [ns]
dfrtp_1	0.46
nor4b_1	0.46
nand4_1	0.14
nor2_1	0.23
clkdlybuf4s50_1	0.51
## worst min-delay path by stage
| stage | slack, ns | endpoint | cells after the start |
|---|---|---|---|
| CTS | 0.43 | du.pstate[2] | 1 |
| global route | 0.45 | du.pstate[2] | 1 |
| finish | 0.43 | du.pstate[2] | 1 |
## state kept, by name, indices dropped and copies added, names as in the netlist
name	cells
dp.counter64.counter	32
dp.counter64.one_co	1
dp.xreg.out	25
du.pstate	5
## final cells by class
cell class,count,area share (%)
clock buffers,12,3.43
multi-input cells,229,36.9
repair buffers,59,15.0
clock inverters,4,1.78
well taps,75,2.38
flip-flops and latches,63,40.0
inverters,5,0.476
## metal layers
metal,up-vias,share of wire [%],GRT usage [%]
met2,78,44,30.4
met5,-,0,0
met1,1213,50,38.9
li1,1258,-,-
met4,0,1.9,3.21
met3,13,4.8,3.95
## cells by family after synthesis
group,Yosys count
xor+xnor,13
simple gates,128
flops,63
compound gates,59
buf+inv,25
mux,27
fa+ha+maj,2
